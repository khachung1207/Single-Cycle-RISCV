### run.sh
#!/bin/bash
# OpenROAD 26Q1-2900-gdf79404cd8, Yosys 0.63+post, stock flow scripts
make -C /OpenROAD-flow-scripts/flow DESIGN_CONFIG=/design/flow/config.mk WORK_HOME=/design/flow/orfs finish
### config.mk
export PLATFORM = sky130hd
export DESIGN_NAME = regfile
export DESIGN_NICKNAME = regfile
export VERILOG_FILES = /design/flow/design.v
export SDC_FILE = /design/flow/constraint.sdc
export NUM_CORES = 4
export LEC_CHECK = 1
export CORE_UTILIZATION = 40
export SYNTH_HDL_FRONTEND = slang
### constraint.sdc
current_design regfile

set clk_period 24.0
set clk_io_pct 0.2

create_clock -name clk0 -period $clk_period [get_ports {i_clk}]

set non_clock_inputs [all_inputs -no_clocks]
set_input_delay [expr $clk_period * $clk_io_pct] -clock clk0 $non_clock_inputs
set_output_delay [expr $clk_period * $clk_io_pct] -clock clk0 [all_outputs]
### design.v
module regfile (
  input  logic        i_clk,
  input  logic        i_rst,
  input  logic [4:0]  i_rs1_addr,
  input  logic [4:0]  i_rs2_addr,
  input  logic [4:0]  i_rd_addr, 
  input  logic [31:0] i_rd_data,
  input  logic        i_rd_wren,
  output logic [31:0] o_rs1_data,
  output logic [31:0] o_rs2_data
);
  logic [31:0] register_rf [31:0];
  integer i;
  always_comb begin
    o_rs1_data = register_rf[i_rs1_addr];
    o_rs2_data = register_rf[i_rs2_addr];
  end
  always_ff @(posedge i_clk) begin
    if (!i_rst) begin
      for (i = 0; i < 32; i = i + 1)
        register_rf[i] <= 32'b0;
    end 
	 else if (i_rd_wren && (i_rd_addr != 5'b0)) begin
      register_rf[i_rd_addr] <= i_rd_data;
    end
  end
endmodule
==> summary.txt <==
flow finished, numbers: critical-path cell list=buf_8 -> buf_4 -> buf_4 -> buf_4 -> buf_4 -> mux2i_1 -> a22o_1 -> nor3_1 -> a31oi_1 -> nand3_1 -> clkdlybuf4s50_1, synth warn=0, most used cell, CP=buf_4, Initial DRC Count=2528, Clock Sinks=1024, Synth Register Bits=1024, area leader, netlist=edfxtp_1, Worst Hold Class=input port to register, area growth from synthesis to layout=12.01%, # resized after CTS=0, Critical Path RT=19200 ps, largest net degree at the start of global routing=97, routed vias/inst=5.808, setup bufs post-CTS=0, ANT nets after route=0, hold buffers post-CTS=0, RePlAce Congestion=0.9074, Cell Rows=136, setup TNS=0 ps, Ports=114, Slowest cell on crit path=buf_4, post-DR wirelength/cell=29.93 µm, Critical Path Sink Type=output port, Final Hold Fails=0, Tot Pwr=4276 µW, layout cells sized above 1=0.08403, IO buf count=113, GR Overflow Total=0, largest registers=register_rf x1024, DP Wirelength=109300 µm, antenna violations before repair=13, vias in the first global route=38.14k, max-slew violations=0, Die X=375.2 µm, via count=37.53k, top cells, area=edfxtp_1 (55%), mux2i_1 (18%), and2_1 (11%), CTS clk-pin slew, worst paths=60 ps, clock root cell=clkbuf_16, first-pass GRT wire length=274400 µm, Dominant flop cell=edfxtp_1, Worst Hold Depth=2, CTS tree=done, Tmin final=14390 ps, Top reg by flops=register_rf, H-tree lvl count=3, post-synthesis sequential area ratio=0.5519, leak pwr=0.02397 µW, VDD IR max=0.05497 mV, list of most frequent post-synthesis cells=edfxtp_1 (1024), mux2i_1 (1024), and2_1 (994), max FFs per register=1024, syn avg cell area=12.09 µm², Die Ht=375.2 µm, Tcrit/Tclk final=0.5997, cell count after synthesis=4609, Total Routing Usage GR=0.2929, Hold Crit Endpoint=register_rf[19][25]$_SDFFCE_PN0P_, placed cell count=6254, crit path max fanout=55, Non-Filler Instances=6462, fp_density=0.4042, routed wire length=193400 µm, status=finished, final reports clean, power per cell area=68.51 mW/mm², worst slew pin tran=1019 ps, Core ar.=0.1378 mm², RSZ-0062 raised after global routing=no, yosys stat chip area=0.05572 mm², Hold Path Origin=i_rst, Post-Syn Area=0.05572 mm², CP top delay family=buffers and inverters, total CTS buffers=113, Setup CP Type=input port to output port, Max clock buf depth=3, CP arrival=9590 ps, Final setup viols=0, die area=0.1408 mm², Worst slew margin=0.3199, yosys cell count=4609, WP buf/inv=6, distinct lib cells=32, post-synthesis async set-or-reset flop share=0, highest clock rate=0.06948 GHz, maxcap violations=0, tool warnings=26, DRC Markers=0, Max-area cell share=0.5519, First-pass DRT Iterations=5, startpoint type of the worst setup path=input port, Post-synth EDFFs=1024, CP max stage delay=750 ps
==> report_power, final <==
group | total, µW | switching, µW | internal (µW)
sequential | 2120 | 48.3 | 2070
combinational | 514 | 326 | 188
clock | 1650 | 728 | 918
==> placed cells by master, fill, tap and decap left out, types with 32 or more instances in the layout <==
cell type,Yosys,routed
a21oi_1,192,192
clkdlybuf4s50_1,0,110
a31oi_1,64,64
clkbuf_16,0,114
buf_4,60,151
a22o_1,128,128
mux2i_1,1024,1024
nand2_1,196,194
nand3_1,193,193
and2_1,994,992
edfxtp_1,1024,1024
nor3_1,64,64
a22oi_1,192,192
conb_1,1,32
==> worst max-delay path by stage <==
stage     slack, ps            end  cells after the start     startpoint
4_1_cts        9650  o_rs1_data[5]                     11  i_rs1_addr[1]
5_1_grt        9430  o_rs1_data[6]                     11  i_rs1_addr[1]
6_report       9610  o_rs1_data[5]                     11  i_rs1_addr[1]
==> cell type report <==
type / count / area, µm²
multi-input combinational: 3165 / 23580
tap: 1794 / 2245
inverter: 1 / 3.754
sequential: 1024 / 30750
antenna: 3 / 7.507
clock inverter: 66 / 471.7
fill: 12120 / 75420
clock buffer: 139 / 2947
timing repair buffer: 270 / 2405
==> through the flow <==
stage,hold WS (ps),setup WS [ps],instance area [µm²],utilization
6_report,4712,9608,62410,0.4528
5_1_grt,4697,9433,62400,0.4527
4_1_cts,4656,9647,62400,0.4527
3_5_place_dp,5444,9662,58980,0.4279
3_3_place_gp,5449,9658,58980,0.4279
2_1_floorplan,4998,13230,55830,-
==> kinds of logic (layout without fill, tap and decap cells) <==
family / Yosys count / in the layout / synth area share
buf+inv: 451 / 476 / 0.03708
mux: 1024 / 1024 / 0.1840
compound gates: 607 / 607 / 0.07321
other cells: 1 / 35 / 0.00006731
flops: 1024 / 1024 / 0.5519
simple gates: 1502 / 1502 / 0.1538
==> metal layers <==
layer,share of wire,up-vias,track usage
li1,-,16810,-
met1,0.36,18090,0.3742
met2,0.44,2225,0.4124
met3,0.16,385,0.1912
met4,0.041,18,0.09472
met5,0.0030,-,0.02676
Power and IR drop assume default switching activity.
