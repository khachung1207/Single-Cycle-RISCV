### design/flow/run.sh
#!/bin/bash
# OpenROAD 26Q1-2900-gdf79404cd8, Yosys 0.63+post, stock flow scripts
make -C /OpenROAD-flow-scripts/flow DESIGN_CONFIG=/design/flow/config.mk WORK_HOME=/design/flow/orfs finish
### design/flow/config.mk
export PLATFORM = sky130hd
export DESIGN_NAME = control_unit
export DESIGN_NICKNAME = control_unit
export VERILOG_FILES = /design/flow/design.v
export SDC_FILE = /design/flow/constraint.sdc
export NUM_CORES = 4
export LEC_CHECK = 1
export CORE_AREA = 10 10 70 70
export DIE_AREA = 0 0 80 80
export SYNTH_HDL_FRONTEND = slang
### design/flow/constraint.sdc
current_design control_unit

set clk_period 4.6
set clk_io_pct 0.2

create_clock -name clk0 -period $clk_period

set non_clock_inputs [all_inputs -no_clocks]
set_input_delay [expr $clk_period * $clk_io_pct] -clock clk0 $non_clock_inputs
set_output_delay [expr $clk_period * $clk_io_pct] -clock clk0 [all_outputs]
### design/flow/design.v
module control_unit(
    input logic [31:0] inst,
    input logic br_less, br_eqal, o_ACK, in_sram,
    output logic pc_sel, rd_wren, insn_vld, br_un, opa_sel, opb_sel, mem_wren,
    output logic [3:0] alu_op,
    output logic [1:0] wb_sel,
    output logic [2:0] imm_sel,
    output logic [2:0] num_byte
);
    logic [3:0] imm_sel_temp;
    logic [2:0] func_3 ;
    logic [6:0] func_7 ;
    assign func_3 = inst[14:12];
    assign func_7 = inst[31:25];
    always_comb begin
        imm_sel_temp = 4'd8;
        pc_sel = 0;
        rd_wren = 0;
        insn_vld = 0;
        br_un = 0;
        opa_sel = 0;
        opb_sel = 0;
        mem_wren = 0;
        alu_op = 4'd0;
        wb_sel = 2'd0;
        imm_sel = 3'd0;
        num_byte = 3'd0;
        unique case(inst[6:0])
            7'b0010011 : imm_sel_temp = 4'd0;  
            7'b0100011 : imm_sel_temp = 4'd1;  
            7'b1100011 : imm_sel_temp = 4'd2;  
            7'b1101111 : imm_sel_temp = 4'd3;  
            7'b0010111, 7'b0110111 : imm_sel_temp = 4'd4;  
            7'b0110011 : imm_sel_temp = 4'd5;  
            7'b0000011 : imm_sel_temp = 4'd6;  
            7'b1100111 : imm_sel_temp = 4'd7;  
            default: imm_sel_temp = imm_sel_temp;
        endcase
        if (imm_sel_temp == 4'd5) begin  
            pc_sel = 0;
            br_un = 0;
	    insn_vld = 1;
            opa_sel = 0;
            opb_sel = 1;
            mem_wren = 0;
            rd_wren = 1;
            wb_sel = 2'b01;
            case({func_3, func_7})
                0   : alu_op = 4'b0000;  
                32  : alu_op = 4'b0001;  
                256 : alu_op = 4'b0010;  
                384 : alu_op = 4'b0011;  
                512 : alu_op = 4'b0100;  
                768 : alu_op = 4'b0101;  
                896 : alu_op = 4'b0110;  
                128 : alu_op = 4'b0111;  
                640 : alu_op = 4'b1000;  
                672 : alu_op = 4'b1001;  
            endcase
        end
        else if (imm_sel_temp == 4'd0) begin  
            pc_sel = 0;
            br_un = 0;
	    insn_vld = 1;
            opa_sel = 0;
            opb_sel = 0;
            mem_wren = 0;
            rd_wren = 1;
            wb_sel = 2'b01;
            if (func_3 == 3'b001 || func_3 == 3'b101) begin 
                imm_sel = 1;
                case({func_3, func_7}) 
                    128 : alu_op = 4'b0111;  
                    640 : alu_op = 4'b1000;  
                    672 : alu_op = 4'b1001;  
                endcase
            end else begin
                imm_sel = 0;
                case(func_3)
                    0 : alu_op = 4'b0000;  
                    2 : alu_op = 4'b0010;  
                    3 : alu_op = 4'b0011;  
                    4 : alu_op = 4'b0100;  
                    6 : alu_op = 4'b0101;  
                    7 : alu_op = 4'b0110;  
                endcase
            end
        end
        else if (imm_sel_temp == 4'd6) begin  
            imm_sel = 0;
            pc_sel = 0;
	    insn_vld = 1;
            br_un = 0;
            opa_sel = 0;
            opb_sel = 0;
            mem_wren = 0;  
            rd_wren = 1;  
	    alu_op = 4'b0000;
            wb_sel = 2'b00;  
            case(func_3)
                0 : num_byte = 3'd0;  
                4 : num_byte = 3'd1;  
                1 : num_byte = 3'd2;  
                5 : num_byte = 3'd3;  
                2 : num_byte = 3'd4;  
            endcase
        end
        else if (imm_sel_temp == 4'd7) begin  
            pc_sel = 1;
            rd_wren = 1;
            insn_vld = 1;
            br_un = 0;
            opa_sel = 0;
            opb_sel = 0;
            alu_op = 0;
            mem_wren = 0;
            wb_sel = 2'b10;
            imm_sel = 0;
        end
        else if (imm_sel_temp == 4'd1) begin  
            pc_sel = 0;
				insn_vld=1;
            rd_wren = 0; 
            br_un = 0;
            opa_sel = 0;
            opb_sel = 0;
            mem_wren = 1; 
            wb_sel = 0;	 
            imm_sel = 2;
				alu_op = 4'd0;
            case(func_3)
                0 : num_byte = 3'd0;  
                1 : num_byte = 3'd2;  
                2 : num_byte = 3'd4;  
            endcase
        end
        else if (imm_sel_temp == 4'd2) begin  
            imm_sel = 3;
            rd_wren = 0;
            insn_vld = 1;
            opb_sel = 0;
            mem_wren = 0;
            br_un = 0;
            opa_sel = 1;
            alu_op = 4'd0;
            wb_sel = 2'b00;
            case(func_3)
                0 : pc_sel = (br_eqal) ? 1 : 0;  
                5 : begin  
                    br_un = 1;
                    pc_sel = (br_less) ? 0 : 1;
                end
                7 : begin  
                    br_un = 0;
                    pc_sel = (br_less) ? 0 : 1;
                end
                4 : begin  
                    br_un = 1;
                    pc_sel = (br_less) ? 1 : 0;
                end
                6 : begin  
                    br_un = 0;
                    pc_sel = (br_less) ? 1 : 0;
                end
                1 : pc_sel = (br_eqal) ? 0 : 1;  
            endcase
        end
        else if (imm_sel_temp == 4'd3) begin  
            imm_sel = 3'd5;
				insn_vld = 1;
            pc_sel = 1;
            rd_wren = 1;
            opa_sel = 1;
            wb_sel = 2'b10;
            alu_op = 0;
        end 
        else if (imm_sel_temp == 4'd4) begin  
				insn_vld = 1;
            imm_sel = 3'd4;
            pc_sel = 0;
				wb_sel = 2'b01;
            rd_wren = 1;
            opa_sel = 1;
				opb_sel = 0;
            case(inst[6:0])
                7'b0010111 : alu_op = 4'd0;  
                7'b0110111 : alu_op = 4'd10;  
            endcase
        end
    end
endmodule
==> results.yml <==
# generated from flow reports
run_status:
  outcome: "complete, no violations"
cells_and_area:
  seqCellArea_um2: 0
  fillerInstances: 369
  area_growth_pct: 80.81
  layout-drive-gt1-share: 0.06140
  final_area_um2: 895.9
  n_clock_buffer: 0
  flops: 0
detailed_routing:
  dr.first_iter.drc_count: 65
  via_count: 688
  firstDrtPassIters: 4
  ant_nets: 0
  diodes: 0
  drc: 0
  wl_per_cell_um: 12.31
  viasPerCell: 4.300
  drt_wl_total_mm: 1.970
logic_synthesis:
  synth_warnings: 0
  ys_types: 35
  top_area_cell: "o21ai_0"
  yosys_area_um2: 495.5
  synthesis.area_um2: 495.5
  syn_inst: 82
  synth.avg_cell_area_um2: 6.042
  topCellsByArea: "o21ai_0, nand2_1, a21oi_1"
  synth.most_common_cell: "nand2_1"
  top_cells_by_count: "nand2_1, nor2_1, o21ai_0"
  yosysTopAreaCellShare: 0.08081
  ys_cells: 82
  ys_seq_share: 0
floorplan:
  die_h_um: 80
  die_x_um: 80
  num_rows: 21
  io_pins: 55
  coreArea_um2: 3416
  die-area_um2: 6400
  fp_util: 0.1451
sta:
  min_period_ns: 4.191
  hold_violations: 0
  setup_viol: 0
  drv_slew: 0
  fmax_mhz: 238.6
  worst_slew_pin_slew_ns: 0.4555
  rsz0062_at_grt: "false"
  slew-limit-headroom: 0.6954
  min_period_over_period: 0.9111
  finalSetupTns_ns: 0
place:
  dp_hpwl_mm: 1.688
  io_buffers: 38
  place.gp.congestion: 0.7313
  post_dp_cell_area_um2: 895.9
run:
  maxCapViolCount: 0
  tool_warnings: 49
critical_path:
  cp.required_ns: 3.68
  end_kind: "output pin"
  arrival_ns: 3.27
  cp-start-kind: "primary input"
  path_class: "in2out"
  worstPathMaxFanout: 3
grt:
  antenna_found_initial: 0
  grt_pass1_vias: 647
  grt_usage: 0.05589
  grt_max_degree: 16
  grt_pass1_wl_mm: 3.049
  overflow: 0
min_path:
  hp-start: "inst[1]"
  holdCritPathClass: "in2out"
  hold_depth: 4
  hold_end: "mem_wren"
pwr:
  ir_worst_vdd_mv: 0.01006
  power.density_nw_per_um2: 54.59
  power_mw: 0.04890
  leakage_nw: 0.2679
clock_tree:
  cts_resized: 0
  post_cts_buffers: 0
  cts_hold_buf: 0
critical path, cell delays in order:
cell             delay (ns)
clkdlybuf4s50_1        0.40
or4_4                  0.54
or4_1                  0.44
or3_1                  0.37
a21boi_2               0.13
clkdlybuf4s50_1        0.47
power by group:
| group | internal (mW) | total, mW | switching (mW) | leakage (nW) |
|---|---|---|---|---|
| registers | 0 | 0 | 0 | 0 |
| logic | 0.0271 | 0.0489 | 0.0218 | 0.268 |
| clock network | 0 | 0 | 0 | 0 |
| total | 0.0271 | 0.0489 | 0.0218 | 0.268 |
layout make-up:
type | count | area [um2] | area share
Multi-Input combinational cell | 74 | 450.4 | 0.5028
Timing Repair Buffer | 38 | 380.4 | 0.4246
Tap cell | 46 | 57.56 | 0.06425
Inverter | 2 | 7.507 | 0.008380
worst max-delay path by stage:
| stage | from | end | slack (ns) | cells past startpoint |
|---|---|---|---|---|
| 6_report | inst[31] | alu_op[2] | 0.41 | 6 |
| 5_1_grt | inst[31] | alu_op[2] | 0.35 | 6 |
| 4_1_cts | inst[31] | alu_op[2] | 0.39 | 6 |
through the flow:
stage | cells | setup slack, ns | util | hold WS [ns]
after CTS | 160 | 0.3912 | 0.2623 | 2.914
after global placement | 160 | 0.4146 | 0.2623 | 2.907
after floorplan | 82 | 1.370 | - | 1.942
after global routing | 160 | 0.3544 | 0.2623 | 2.970
after detailed placement | 160 | 0.3990 | 0.2623 | 2.912
final | 160 | 0.4088 | 0.2623 | 2.912
metal layers:
metal  wire length (um)  part of all wire  global-route usage  up-vias
met5                  0                 0                   0        -
met4                  0                 0                   0        0
met3                135             0.069             0.01364        0
met1                822              0.42             0.06464      301
li1                   -                 -                   -      374
met2               1011              0.51              0.1059       13
placed cells by master, fill, tap and decap left out:
master           count
and3b_1              1
nor2_1               9
o22ai_1              1
inv_1                2
a31oi_1              1
and2_1               1
nand2_1             10
o32ai_1              1
o21ai_0              8
o221ai_1             1
o21bai_1             1
a21o_2               1
nand4bb_2            1
or4_4                1
a2bb2oi_1            1
nand4bb_1            1
nor4_1               1
a21oi_1              7
or3_1                3
xor2_1               2
nand2b_1             3
xnor2_1              1
nand3b_1             1
nor2b_1              1
o32a_2               1
a21boi_2             1
or2b_2               2
clkdlybuf4s50_1     38
nand3_1              1
o31ai_1              1
or4_1                1
nand4b_1             1
nor3_1               7
a211oi_1             1
logic make-up (layout without fill, tap and decap cells):
kind of cell / after synthesis / count (layout) / synth area share
xor gates and xnor gates: 3 / 3 / 0.05304
buffers and inverters: 8 / 40 / 0.09090
AOI/OAI and AO/OA: 26 / 26 / 0.3384
and+or+nand+nor: 45 / 45 / 0.5177
Power figures rest on the tool's default switching activity, not on a simulated workload.
